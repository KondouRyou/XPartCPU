==> /design/flow/design.v <==
interface DDR_ift;
    logic [63:0] raddr_mem;
    logic [63:0] waddr_mem;
    logic [63:0] wdata_mem;
    logic [63:0] rdata_mem;
    logic rvalid_mem;
    logic wvalid_mem;
    logic wen_mem;
    logic ren_mem;
    logic [7:0] wmask_mem;
    modport Master(
        output waddr_mem,
        output raddr_mem,
        output wdata_mem,
        input rdata_mem,
        input rvalid_mem,
        input wvalid_mem,
        output wen_mem,
        output ren_mem,
        output wmask_mem
    );
    modport Slave(
        input waddr_mem,
        input raddr_mem,
        input wdata_mem,
        output rdata_mem,
        output wvalid_mem,
        output rvalid_mem,
        input wen_mem,
        input ren_mem,
        input wmask_mem
    );
endinterface
interface Uart_ift;
    logic [63:0] waddr_mem;
    logic [63:0] raddr_mem;
    logic [63:0] wdata_mem;
    logic [63:0] rdata_mem;
    logic rvalid_mem;
    logic wvalid_mem;
    logic wen_mem;
    logic ren_mem;
    logic [7:0] wmask_mem;
    modport Master(
        output waddr_mem,
        output raddr_mem,
        output wdata_mem,
        input rdata_mem,
        input rvalid_mem,
        input wvalid_mem,
        output wen_mem,
        output ren_mem,
        output wmask_mem
    );
    modport Slave(
        input waddr_mem,
        input raddr_mem,
        input wdata_mem,
        output rdata_mem,
        output rvalid_mem,
        output wvalid_mem,
        input wen_mem,
        input ren_mem,
        input wmask_mem
    );
endinterface
`timescale 1ns / 1ps
module ImmGen(
    input [2:0] immgen_op,
    input [31:0] inst,
    output  [63:0]  imm
);
    reg [63:0] out;
    reg [2:0] funct3;
    assign imm = out;
    always @(*) begin
        funct3 = inst[14:12];
        case (immgen_op)
            3'b000: out = 0;
            3'b001: case(funct3)
                3'b000:begin
                    if(inst[6:0]==7'b0011011) out = {{52{inst[31]}},inst[31:20]}; 
                    else out = {{52{inst[31]}}, inst[31:20]}; 
                end
                3'b001: begin
                    if(inst[6:0]==7'b0011011) out = {59'b0,inst[24:20]}; 
                    else out = {{52{inst[31]}},inst[31:20]}; 
                end
                3'b101:begin
                    if(inst[6:0]==7'b0010011) out = {58'b0,inst[25:20]}; 
	                else if(inst[6:0]==7'b0000011) out = {52'b0,inst[31:20]}; 
                    else if(inst[6:0]==7'b0011011) out = {59'b0,inst[24:20]}; 
                    else out = {{59{inst[24]}},inst[24:20]};
                end
                default: out = {{52{inst[31]}}, inst[31:20]};
            endcase
            3'b010: out = {{52{inst[31]}}, inst[31:25], inst[11:7]};
            3'b011: out = {{51{inst[31]}}, inst[31], inst[7], inst[30:25], inst[11:8], 1'b0};
            3'b100: out = {{32{inst[31]}}, inst[31:12], 12'b0};
            3'b101: out = {{43{inst[31]}}, inst[31], inst[19:12], inst[20], inst[30:21], 1'b0};
            default:out = 0;
        endcase
    end
endmodule
==> /design/flow/run.sh <==
#!/bin/bash
# OpenROAD 26Q1-2900-gdf79404cd8, Yosys 0.63+post, stock flow scripts
make -C /OpenROAD-flow-scripts/flow DESIGN_CONFIG=/design/flow/config.mk WORK_HOME=/design/flow/orfs finish
==> /design/flow/config.mk <==
export PLATFORM = sky130hd
export DESIGN_NAME = ImmGen
export DESIGN_NICKNAME = ImmGen
export VERILOG_FILES = /design/flow/design.v
export SDC_FILE = /design/flow/constraint.sdc
export NUM_CORES = 4
export LEC_CHECK = 1
export CORE_AREA = 10 10 70 70
export DIE_AREA = 0 0 80 80
==> /design/flow/constraint.sdc <==
current_design ImmGen

set clk_period 5.1
set clk_io_pct 0.2

create_clock -name clk0 -period $clk_period

set non_clock_inputs [all_inputs -no_clocks]
set_input_delay [expr $clk_period * $clk_io_pct] -clock clk0 $non_clock_inputs
set_output_delay [expr $clk_period * $clk_io_pct] -clock clk0 [all_outputs]
==> flow_summary.ini <==
; synthesis and place-and-route metrics
[layout]
area_growth_pct = 83.69
final_util_pct = 50.33
final_cell_area_um2 = 1719
nFillCells = 354
regArea_um2 = 0
drive_above_1_share_pct = 5.366
logic_area_um2 = 636.9
nClkBuffers = 0
nFlopsAndLatches = 0

[worst_setup_path]
cp_max_fo = 33
critPathArrivalTime_ps = 3430
worstPathRequired_ps = 4080
critPathBufInv = 3
crit_chain = clkdlybuf4s50_1, nor3b_1, o2111ai_1, a31o_2, nand3_1, buf_4, clkdlybuf4s50_1
slowest_delay_ps = 660
cpLargestDelayFamily = buffers and inverters
cp.depth = 7
crit_type = in -> out
cp-start-kind = input pin
critPathCaptureType = output port
crit_slowest_cell = clkdlybuf4s50_1
cpMostUsedCell = clkdlybuf4s50_1

[synthesis]
ys_seq_share_pct = 0
syn_area_um2 = 935.9
ys_cells = 145
netlist_instances = 145
ys_types = 38
ys_chip_area_um2 = 935.9
synth.avg_cell_area_um2 = 6.454
ys_warn_count = 1

[power]
power.density_nw_per_um2 = 92.13
ir_drop_mv = 0.02772
power_uw = 158.4
p_leak_uw = 0.0006519

[route]
drt_iter0_drc = 51
dr.pass1.iters = 4
vias = 1252
viasPerCell = 4.988
drc_errors = 0
antenna_left = 0
antennaDiodeCount = 0
wl_per_cell_um = 15.65
postRouteWirelength_um = 3929

[min_path]
min_path_type = in -> out
worstHoldPathCells = 4

[sta]
slew_headroom_pct = 54.51
fmax_ghz = 0.2248
rsz0062_at_grt = false
setup_viol = 0
drv_slew = 0
fin_crit_sh_pct = 87.23
fin_crit_ps = 4449
fin_setup_tns_ps = 0
hold_viol_final = 0
worst_pin_slew_ps = 680.9

[flow_run]
warnings = 32
maxCapViolCount = 0

[grt]
antenna_found_initial = 0
grt_pass1_vias = 1116
grt_overflow = 0
grt_pass1_wl_um = 5809
grt_max_degree = 34
grt_usage_pct = 10.76

[clock_network]
cts-resized-gates = 0
post_cts_buffers = 0
ctsHoldBuffers = 0

[floorplan]
core_area_um2 = 3416
die_y_um = 80
chipArea_um2 = 6400
fp_util_pct = 27.40
io_pins = 99
fp.dieW_um = 80
placement_rows = 21

[placed_design]
dpl_cell_area_um2 = 1719
place.gp.congestion = 0.8292
portBuffers = 99
dp_hpwl_um = 3399

[status]
outcome = completed
## tightest hold or removal path, delay by kind of cell
| kind | cells | cell delay (ps) |
|---|---|---|
| buffers and inverters | 2 | 800 |
| AND/OR/NAND/NOR | 1 | 50 |
| AND-OR/OR-AND | 1 | 70 |
## cell families after synthesis
family | share of synthesized area [%]
buf+inv | 31.95
simple gates | 38.50
mux | 1.070
compound gates | 28.48
## through the flow
stage,hold slack (ps),cells,setup slack [ps]
after floorplan,2051,145,1271
after global placement,2976,251,697.3
after detailed placement,2979,251,618.5
after CTS,2984,251,615.8
after global routing,3020,251,445.8
final,2966,251,651.2
## cells in the mapped netlist, types with 2 or more instances
cell type	instances	area share [%]
nand3_1	15	8.0
o21ai_0	8	4.3
clkbuf_1	5	2.0
buf_4	32	26
nand2_1	12	4.8
nor2b_1	6	4.0
nand4_1	10	6.7
nand3b_1	3	2.4
a21oi_1	13	7.0
nor2_1	6	2.4
a22o_1	3	2.8
and2b_1	2	1.6
buf_2	5	2.7
## metal layers
layer	vias up	global-route usage (%)	share of wire, %
li1	624	-	-
met2	57	19.02	49
met1	571	13.97	41
met3	0	1.932	10
met4	0	0	0
met5	-	0	0
## cells in the final DEF, fill, tap and decap left out, types with 2 or more instances in the layout
master,count
nor2_1,6
buf_4,4
o21ai_0,8
a21oi_1,13
nand2_1,12
nand4_1,10
clkdlybuf4s50_1,99
nand3b_1,3
and2b_1,2
nand3_1,15
a22o_1,3
nor2b_1,6
## where the power goes
group / switching [µW] / internal [µW]
clock: 0 / 0
combinational: 47.5 / 111
sequential: 0 / 0
total: 47.5 / 111
## worst paths after layout
kind	start	slack, ps	to
setup / recovery	immgen_op[0]	650	imm[37]
hold / removal	inst[8]	2970	imm[1]
## layout make-up
class                      count  share of cell area (%)
multi-input combinational    101                   37.05
timing repair buffer         103                   59.39
tap                           46                   3.348
inverter                       1                  0.2183
Power is estimated from default activity; no workload was simulated.
