<file path="flow/config.mk">
export PLATFORM = sky130hd
export DESIGN_NAME = MMU
export DESIGN_NICKNAME = MMU
export VERILOG_FILES = /design/flow/design.v
export SDC_FILE = /design/flow/constraint.sdc
export NUM_CORES = 4
export LEC_CHECK = 1
export CORE_AREA = 10 10 191 191
export DIE_AREA = 0 0 201 201
</file>
<file path="flow/constraint.sdc">
current_design MMU

set clk_period 10.1
set clk_io_pct 0.2

create_clock -name clk0 -period $clk_period [get_ports {clk}]

set non_clock_inputs [all_inputs -no_clocks]
set_input_delay [expr $clk_period * $clk_io_pct] -clock clk0 $non_clock_inputs
set_output_delay [expr $clk_period * $clk_io_pct] -clock clk0 [all_outputs]
</file>
<file path="flow/design.v">
interface DDR_ift;
    logic [63:0] raddr_mem;
    logic [63:0] waddr_mem;
    logic [63:0] wdata_mem;
    logic [63:0] rdata_mem;
    logic rvalid_mem;
    logic wvalid_mem;
    logic wen_mem;
    logic ren_mem;
    logic [7:0] wmask_mem;
    modport Master(
        output waddr_mem,
        output raddr_mem,
        output wdata_mem,
        input rdata_mem,
        input rvalid_mem,
        input wvalid_mem,
        output wen_mem,
        output ren_mem,
        output wmask_mem
    );
    modport Slave(
        input waddr_mem,
        input raddr_mem,
        input wdata_mem,
        output rdata_mem,
        output wvalid_mem,
        output rvalid_mem,
        input wen_mem,
        input ren_mem,
        input wmask_mem
    );
endinterface
interface Uart_ift;
    logic [63:0] waddr_mem;
    logic [63:0] raddr_mem;
    logic [63:0] wdata_mem;
    logic [63:0] rdata_mem;
    logic rvalid_mem;
    logic wvalid_mem;
    logic wen_mem;
    logic ren_mem;
    logic [7:0] wmask_mem;
    modport Master(
        output waddr_mem,
        output raddr_mem,
        output wdata_mem,
        input rdata_mem,
        input rvalid_mem,
        input wvalid_mem,
        output wen_mem,
        output ren_mem,
        output wmask_mem
    );
    modport Slave(
        input waddr_mem,
        input raddr_mem,
        input wdata_mem,
        output rdata_mem,
        output rvalid_mem,
        output wvalid_mem,
        input wen_mem,
        input ren_mem,
        input wmask_mem
    );
endinterface
module MMU (
    input wire clk,
    input wire rst,
    input wire [63:0] satp,
    input wire [63:0] pc,
    output wire [63:0] address1,
    input wire if_request_cpu,
    output wire if_request,
    input wire if_stall,
    input wire [63:0] data1,
    output wire trans_finish,
    input wire [63:0] mem_addr,
    output wire [63:0] address2,
    input wire mem_en_cpu,
    output wire mem_en
);
    reg [63:0] address1_reg;
    reg if_request_reg;
    reg [1:0] trans_state1,next_state1;
    reg finish1;
    wire   [3:0]   satp_mode;
    wire   [43:0]  satp_ppn;
    reg            pte_D_1, pte_A_1, pte_G_1, pte_U_1, pte_X_1, pte_W_1, pte_R_1, pte_V_1;
    reg    [1:0]   pte_RSW_1;
    reg    [25:0]  pte_PPN2_1;
    reg    [8:0]   pte_PPN1_1, pte_PPN0_1;
    reg    [9:0]   pte_reserved_1;
    wire   [8:0]   vpn2_1, vpn1_1, vpn0_1;
    wire   [11:0]  pgoff_1;
    reg            pte_D_2, pte_A_2, pte_G_2, pte_U_2, pte_X_2, pte_W_2, pte_R_2, pte_V_2;
    reg    [1:0]   pte_RSW_2;
    reg    [25:0]  pte_PPN2_2;
    reg    [8:0]   pte_PPN1_2, pte_PPN0_2;
    reg    [9:0]   pte_reserved_2;
    wire   [8:0]   vpn2_2, vpn1_2, vpn0_2;
    wire   [11:0]  pgoff_2;
    assign vpn2_1 = pc[38:30];
    assign vpn1_1 = pc[29:21];
    assign vpn0_1 = pc[20:12];
    assign pgoff_1 = pc[11:0];
    assign vpn2_2 = address2[38:30];
    assign vpn1_2 = address2[29:21];
    assign vpn0_2 = address2[20:12];
    assign pgoff_2 = address2[11:0];
    assign satp_mode = satp[63:60];
    assign satp_ppn = satp[43:0];
    assign trans_finish = finish1;
    always@(posedge clk)begin
        if(rst)begin
            trans_state1 = 2'b00;
            next_state1 = 2'b00;
        end else begin
            if(satp==64'b0)begin
                if(if_request_cpu&&~if_request)begin
                    address1_reg = pc;
                    if_request_reg <= 1;
                end else begin
                    if(if_request)begin
                        if_request_reg <= 0;
                    end
                end
            end else begin
                if(~if_stall) begin
                    trans_state1 = next_state1;
                    if (trans_state1 == 2'd0) begin
                        finish1 <= 1'b0;
                    end
                    if (finish1) begin
                        finish1 <= 1'b0;
                    end
                    case (trans_state1)
                        2'd0: begin
                            address1_reg = {8'b0, satp_ppn, vpn2_1, 3'b0};
                            next_state1 = 2'd1;
                            finish1 <= 1'b0;
                            if_request_reg <= 1;
                        end
                        2'd1: begin
                            {pte_reserved_1, pte_PPN2_1, pte_PPN1_1, pte_PPN0_1, pte_RSW_1, pte_D_1, pte_A_1, pte_G_1, pte_U_1, pte_X_1, pte_W_1, pte_R_1, pte_V_1} = data1[63:0];
                            if (pte_R_1 == 1 || pte_X_1 == 1) begin
                                address1_reg = {8'b0, pte_PPN2_1, vpn1_1, vpn0_1, pgoff_1};
                                next_state1 = 2'd0;
                                finish1 <= 1'b1;
                                if_request_reg <= 1;
                            end else begin
                                address1_reg = {8'b0, pte_PPN2_1, pte_PPN1_1, pte_PPN0_1, vpn1_1, 3'b0};
                                next_state1 = 2'd2;
                                finish1 <= 1'b0;
                                if_request_reg <= 1;
                            end
                        end
                        2'd2: begin
                            {pte_reserved_1, pte_PPN2_1, pte_PPN1_1, pte_PPN0_1, pte_RSW_1, pte_D_1, pte_A_1, pte_G_1, pte_U_1, pte_X_1, pte_W_1, pte_R_1, pte_V_1} = data1[63:0];
                            if (pte_R_1 == 1 || pte_X_1 == 1) begin
                                address1_reg = {8'b0, pte_PPN2_1, pte_PPN1_1, vpn0_1, pgoff_1};
                                next_state1 = 2'd0;
                                finish1 <= 1'b1;
                            end else begin
                                address1_reg = {8'b0, pte_PPN2_1, pte_PPN1_1, pte_PPN0_1, vpn0_1, 3'b0};
                                next_state1 = 2'd3;
                                finish1 <= 1'b0;
                                if_request_reg <= 1;
                            end
                        end
                        2'd3: begin
                            {pte_reserved_1, pte_PPN2_1, pte_PPN1_1, pte_PPN0_1, pte_RSW_1, pte_D_1, pte_A_1, pte_G_1, pte_U_1, pte_X_1, pte_W_1, pte_R_1, pte_V_1} = data1[63:0];
                            address1_reg = {8'b0, pte_PPN2_1, pte_PPN1_1, pte_PPN0_1, pgoff_1};
                            next_state1 = 2'd0;
                            finish1 <= 1'b1;
                            if_request_reg <= 1;
                        end
                    endcase
                end else if(if_request) begin
                    if_request_reg <= 0;
                end
                if(next_state1 == 2'd0)begin
                    finish1 <= 1;
                end else begin
                    finish1 <= 0;
                end
            end
        end
    end
    assign address1 = address1_reg;
    assign if_request = if_request_reg;
    reg [63:0] address2_reg;
    reg mem_en_reg;
    always@(posedge clk)begin
        if(mem_en_reg) begin
            mem_en_reg <= 0;
        end
        if(mem_en_cpu)begin
            if(satp == 64'b0)begin
                address2_reg <= mem_addr;
                mem_en_reg <= 1;
            end
        end
    end
    assign address2 = address2_reg;
    assign mem_en = mem_en_reg;
endmodule
</file>
<file path="flow/run.sh">
#!/bin/bash
# OpenROAD 26Q1-2900-gdf79404cd8, Yosys 0.63+post, stock flow scripts
make -C /OpenROAD-flow-scripts/flow DESIGN_CONFIG=/design/flow/config.mk WORK_HOME=/design/flow/orfs finish
</file>
==> summary.json <==
{
  "worst_setup_path": {
    "cp.buffers_inverters": 3,
    "slowest_cell_on_the_critical_path": "buf_4",
    "cp_data_required_time_ps": 10140,
    "timing.rr.start": "next_state1[2]",
    "r2r_setup_slack_ps": 7940,
    "critical-path-top-cell-by-count": "buf_4",
    "critPathLaunchType": "primary input",
    "worst_path_dominant_cell_family": "simple AND/OR/NAND/NOR gates",
    "cp_endpoint_kind": "flip-flop",
    "worst-endpoint-arrival_ps": 5030,
    "crit_path_cell_trace": "clkdlybuf4s50_1, nor4_1, nand4_1, nor4_4, buf_4, and2_2, buf_4",
    "worst_setup_path_startpoint": "satp[23]",
    "critical_path.max_fanout": 54,
    "crit_type": "primary input to flip-flop",
    "critPathMaxStageDelay_ps": 580
  },
  "logic_synthesis": {
    "mean_instance_size_in_the_synthesized_netlist_um2": 14.86,
    "top_cell_area_share_pct": 68.78,
    "syn-instance-count": 382,
    "synth.ff_latch_count": 137,
    "synth_cell_types": 35,
    "yosys-stat-area_um2": 5675,
    "ys.warnings.count": 1,
    "synth.yosys.num_cells": 382,
    "syn_std_cell_area_um2": 5675,
    "synth_top_cell_by_area": "edfxtp_1",
    "top_cells_by_area": "edfxtp_1, mux2i_1, o2bb2ai_1",
    "synth_seq_share_pct": 71.25
  },
  "pwr": {
    "vdd_drop_max_mv": 0.1055,
    "cell_internal_pwr_w": 0.001169,
    "pwr-share-comb_pct": 13.2,
    "sequentialPowerShare_pct": 42.9,
    "power_frac_clock_pct": 43.9,
    "p_sw_share_pct": 22.58,
    "power_leakage_nw": 3.475,
    "powerDensity_nw_per_um2": 143.6,
    "p_sw_w": 0.0003410
  },
  "sta": {
    "setup_repair_after_global_routing_missed_its_margin": "no",
    "timing.fmax_mhz": 200.6,
    "max-slew-margin-rel_pct": 52.47,
    "worst_pin_slew_ps": 712.9,
    "final.setup_skew_ps": 13.38,
    "whs_ps": 519.4,
    "hold_violations": 0,
    "fin_crit_ps": 4984,
    "maxSlewViolCount": 0,
    "timing.final.setup_violations": 0,
    "timing.setup.tns_ps": 0,
    "period_used_pct": 49.35
  },
  "routing": {
    "num_vias": 4819,
    "finalWirelength_um": 25630,
    "drt_first_pass_iters": 5,
    "ant_nets": 0,
    "drt_iter0_markers": 229,
    "route.detailed.drc": 0,
    "viasPerCell": 3.970,
    "drt-wirelength-per-cell_um": 21.11
  },
  "cts": {
    "cts-buffers-inserted": 17,
    "cts_h_tree_lvls": 4,
    "postCtsHoldBufs": 0,
    "postCtsResizedCells": 0,
    "maximum_clock_path_buffer_count": 2,
    "clock_tree_from_tritoncts": "yes",
    "ctsRootBufferMaster": "clkbuf_16",
    "worst_skew_pair.late_latency_ps": 420,
    "clock-sinks": 137,
    "cts_setup_buffers": 0,
    "path_clk_slew_ps": 70
  },
  "final_layout": {
    "mostFrequentLayoutCell": "clkdlybuf4s50_1",
    "syn_to_layout_area_delta_pct": 85.27,
    "drive_above_1_share_pct": 6.502,
    "n_fill_cell": 3203,
    "lay_top_cells": "clkdlybuf4s50_1, edfxtp_1, o21ai_0"
  },
  "hold_path": {
    "worst_hold_path_type": "flip-flop to flip-flop",
    "worst_hold_startpoint": "next_state1[0]"
  },
  "floorplanning": {
    "die_height_um": 201,
    "die_area_um2": 40400,
    "core_area_um2": 32450,
    "io_pins": 392,
    "core.rowCount": 66,
    "die_width_um": 201,
    "pre_placement_core_utilization_pct": 17.49
  },
  "global_routing": {
    "grt_max_degree": 75,
    "wire_length_of_the_first_global_routing_pass_um": 35960,
    "gr-max-usage-layer": "met2",
    "grt.met3_usage_pct": 7.420,
    "met1_usage_pct": 14.95,
    "global_route.usage.met2_pct": 20.04,
    "vias_in_the_first_global_route": 5014,
    "global_route.usage.total_pct": 12.53,
    "grt_antenna_before_repair": 5,
    "grt.overflow.total": 0
  },
  "flow_run": {
    "warning_count": 43,
    "drv.max_cap_violation_count": 0
  },
  "place": {
    "gp_routability_congestion": 0.8533,
    "port_buffers": 373,
    "dpl.hpwl_um": 21000
  },
  "run_status": {
    "outcome": "complete, no violations"
  }
}
-- power by group through the flow --
stage | Sequential, W | Combinational, W | Clock (W)
4_1_cts | 0.000648 | 0.000204 | 0.000689
5_1_grt | 0.000650 | 0.000216 | 0.000710
6_report | 0.000648 | 0.000199 | 0.000663
-- per-layer routing --
layer / vias up / wire length [µm]
li1: 2277 / -
met1: 2241 / 9669
met2: 283 / 12290
met3: 16 / 3454
met4: 2 / 203
met5: - / 9
-- layout make-up --
cell class / count / area, µm² / area share, %
diodes: 3 / 7.507 / 0.07139
clock buffers: 18 / 429.2 / 4.081
clock inverters: 14 / 185.2 / 1.761
multi-input cells: 220 / 1510 / 14.36
flip-flops and latches: 137 / 4044 / 38.46
well taps: 442 / 553.0 / 5.259
repair buffers: 380 / 3786 / 36.01
-- Yosys cell counts --
master,number
o21ai_0,33
nand4_1,4
o2bb2ai_1,27
dfxtp_1,7
nor2b_1,1
edfxtp_1,130
buf_4,5
buf_6,4
nor3b_1,1
and2_1,15
buf_2,5
nor4_1,17
or4b_2,2
a22o_1,9
nor2_2,1
or2_2,1
or3_1,1
nor3_2,1
nand2b_1,7
buf_1,2
a21oi_1,11
o31ai_2,1
or3b_2,1
a22oi_1,18
nor4_2,1
mux2i_1,27
nand2_1,29
o21ai_1,2
nor2_1,6
nand3b_1,1
clkbuf_2,1
o22ai_1,1
clkbuf_1,8
a211oi_2,1
or4_1,1
-- through the flow --
step | total power (W) | area, µm² | setup slack (ps) | cells | util, %
floorplan | 0.0007071 | 5675 | 3331 | 382 | -
global placement | 0.0008624 | 9893 | 4582 | 1179 | 30.48
detailed placement | 0.0008637 | 9893 | 4603 | 1179 | 30.48
CTS | 0.001541 | 10510 | 5059 | 1211 | 32.38
global route | 0.001576 | 10510 | 4904 | 1211 | 32.38
finish | 0.001510 | 10520 | 5116 | 1214 | 32.40
-- cells by family (layout without fill, tap and decap cells) --
kind of cell / count (synthesis) / after routing / share of synthesized area, %
DFF: 137 / 137 / 71.25
AOI/OAI and AO/OA: 103 / 103 / 12.54
buffers and inverters: 25 / 412 / 2.645
muxes: 27 / 27 / 4.762
and+or+nand+nor: 90 / 90 / 8.796
other: 0 / 3 / 0
-- final timing paths --
path	end	cells after the start
worst min register to register	next_state1[2]	2
worst max register to register	address1_reg[27]	4
worst min-delay path	next_state1[2]	2
worst max-delay path	address2_reg[10]	7
-- worst register-to-register path: stages (launching register included) --
cell and delay (ps):
dfxtp_1 480, and2_1 520, nand2b_1 520, a22oi_1 300, o2bb2ai_1 200
Power figures rest on the tool's default switching activity, not on a simulated workload.
